File: /design/flow/design.v
module Alu (
    input [3:0] ealuc,
    input [31:0] eqa,
    input [31:0] b,
    output reg [31:0] r
);
always @(*) begin
    case (ealuc)
        4'b0000: begin
            r = eqa && b;
        end
        4'b0001: begin
            r = eqa || b;
        end
        4'b0010: begin
            r = eqa + b;
        end
        4'b0110: begin
            r = eqa - b;
        end
    endcase
end
endmodule
module AluMux (
    input ealuimm,
    input [31:0] eqb,
    input [31:0] eimm32,
    output reg [31:0] b
);
always @(*) begin
    if(ealuimm == 0) begin
        b = eqb;
    end
    else begin
        b = eimm32;
    end
end
endmodule
`timescale 1ns/1ps
module ControlUnit (
    input [5:0] op,
    input [5:0] func,
    output reg wreg,
    output reg m2reg,
    output reg wmem,
    output reg aluimm,
    output reg regrt,
    output reg [3:0] aluc
);
    always @(op or func) begin
        case(op)
            6'b000000: begin  
                case(func)
                    6'b100000: begin 
                        wreg = 1'b1;
                        m2reg = 1'b0;
                        wmem = 1'b0;
                        aluimm = 1'b0;
                        regrt = 1'b0;
                        aluc = 4'b0010;
                    end
                    6'b100010: begin  
                        wreg = 1'b1;
                        m2reg = 1'b0;
                        wmem = 1'b0;
                        aluimm = 1'b0;
                        regrt = 1'b0;
                        aluc = 4'b0110;
                    end
                endcase
            end
            6'b100011: begin 
                wreg = 1'b1;
                m2reg = 1'b1;
                wmem = 1'b0;
                aluimm = 1'b1;
                regrt = 1'b1;
                aluc = 4'b0010;
            end
        endcase
    end
endmodule
module DataMemory (
    input clk,
    input mwmem,
    input [31:0] mr,
    input [31:0] mqb,
    output reg [31:0] mdo
);
reg [31:0] memory [0:63];
initial begin
    memory[0] = 32'hA00000AA;
    memory[1] = 32'h10000011;
    memory[2] = 32'h20000022;
    memory[3] = 32'h30000033;
    memory[4] = 32'h40000044;
    memory[5] = 32'h50000055;
    memory[6] = 32'h60000066;
    memory[7] = 32'h70000077;
    memory[8] = 32'h80000088;
    memory[9] = 32'h90000099;
end
always @(*) begin
    mdo = memory[mr[31:2]];
end
always @(negedge clk) begin
    if(mwmem == 1) begin
        memory[mr[31:2]] = mqb;
    end
end
endmodule
`timescale 1ns/1ps
module DataPath (
    input clk,
    output wire ewreg,
    output wire em2reg,
    output wire ewmem,
    output wire ealuimm,
    output wire mwreg,
    output wire mm2reg,
    output wire mwmem,
    output wire wwreg,
    output wire wm2reg,
    output wire [3:0] ealuc,
    output wire [4:0] edestReg,
    output wire [4:0] mdestReg,
    output wire [4:0] wdestReg,
    output wire [31:0] eqa,
    output wire [31:0] eqb,
    output wire [31:0] eimm32,
    output wire [31:0] dinstOut,
    output wire [31:0] pc,
    output wire [31:0] mr,
    output wire [31:0] mqb,
    output wire [31:0] wr,
    output wire [31:0] wdo
);
wire wreg;
wire m2reg;
wire wmem;
wire aluimm;
wire regrt;
wire [3:0] aluc;
wire [4:0] destReg;
wire [31:0] qa;
wire [31:0] qb;
wire [31:0] imm32;
wire [31:0] instOut;
wire [31:0] nextPc;
wire [31:0] b;
wire [31:0] r;
wire [31:0] mdo;
MEMWBPipelineRegister memwbPipelineRegister(
    .clk(clk),
    .mwreg(mwreg),
    .mm2reg(mm2reg),
    .mdestReg(mdestReg),
    .mr(mr),
    .mdo(mdo),
    .wwreg(wwreg),
    .wm2reg(wm2reg),
    .wdestReg(wdestReg),
    .wr(wr),
    .wdo(wdo)
);
EXEMEMPipelineRegister exememPipelineRegister(
    .clk(clk),
    .ewreg(ewreg),
    .em2reg(em2reg),
    .ewmem(ewmem),
    .edestReg(edestReg),
    .r(r),
    .eqb(eqb),
    .mwreg(mwreg),
    .mm2reg(mm2reg),
    .mwmem(mwmem),
    .mdestReg(mdestReg),
    .mr(mr),
    .mqb(mqb)
);
Alu alu(
    .ealuc(ealuc),
    .eqa(eqa),
    .b(b),
    .r(r)
);
AluMux aluMux(
    .ealuimm(ealuimm),
    .eqb(eqb),
    .eimm32(eimm32),
    .b(b)
);
DataMemory dataMemory(
    .clk(clk),
    .mwmem(mwmem),
    .mr(mr),
    .mqb(mqb),
    .mdo(mdo)
);
ControlUnit controlUnit(
    .op(dinstOut[31:26]),
    .func(dinstOut[5:0]),
    .wreg(wreg),
    .m2reg(m2reg),
    .wmem(wmem),
    .aluimm(aluimm),
    .regrt(regrt),
    .aluc(aluc)
);
IDEXEPipelineRegister idexePipelineRegister(
    .clk(clk),
    .wreg(wreg),
    .m2reg(m2reg),
    .wmem(wmem),
    .aluimm(aluimm),
    .aluc(aluc),
    .destReg(destReg),
    .qa(qa),
    .qb(qb),
    .imm32(imm32),
    .ewreg(ewreg),
    .em2reg(em2reg),
    .ewmem(ewmem),
    .ealuimm(ealuimm),
    .ealuc(ealuc),
    .edestReg(edestReg),
    .eqa(eqa),
    .eqb(eqb),
    .eimm32(eimm32)
);
IFIDPipelineRegister ifidPipelineRegister(
    .clk(clk),
    .instOut(instOut),
    .dinstOut(dinstOut)
);
ImmediateExtender immediateExtender(
    .imm(dinstOut[15:0]),
    .imm32(imm32)
);
InstructionMemory instructionMemory(
    .pc(pc),
    .instOut(instOut)
);
PcAdder pcAdder(
    .pc(pc),
    .nextPc(nextPc)
);
ProgramCounter programCounter(
    .clk(clk),
    .nextPc(nextPc),
    .pc(pc)
);
RegisterFile registerFile(
    .rs(dinstOut[25:21]),
    .rt(dinstOut[20:16]),
    .qa(qa),
    .qb(qb)
);
RegrtMux regrtMux(
    .regrt(regrt),
    .rt(dinstOut[20:16]),
    .rd(dinstOut[15:11]),
    .destReg(destReg)
);
endmodule
module EXEMEMPipelineRegister (
    input clk,
    input ewreg,
    input em2reg,
    input ewmem,
    input [4:0] edestReg,
    input [31:0] r,
    input [31:0] eqb,
    output reg mwreg,
    output reg mm2reg,
    output reg mwmem,
    output reg [4:0] mdestReg,
    output reg [31:0] mr,
    output reg [31:0] mqb
);
always @(posedge clk) begin
    mwreg = ewreg;
    mm2reg = em2reg;
    mwmem = ewmem;
    mdestReg = edestReg;
    mr = r;
    mqb = eqb;
end
endmodule
`timescale 1ns/1ps
module IDEXEPipelineRegister (
    input clk,
    input wreg,
    input m2reg,
    input wmem,
    input aluimm,
    input [3:0] aluc,
    input [4:0] destReg,
    input [31:0] qa,
    input [31:0] qb,
    input [31:0] imm32,
    output reg ewreg,
    output reg em2reg,
    output reg ewmem,
    output reg ealuimm,
    output reg [3:0] ealuc,
    output reg [4:0] edestReg,
    output reg [31:0] eqa,
    output reg [31:0] eqb,
    output reg [31:0] eimm32
);
    always @(posedge clk) begin
        ewreg = wreg;
        em2reg = m2reg;
        ewmem = wmem;
        ealuimm = aluimm;
        ealuc = aluc;
        edestReg = destReg;
        eqa = qa;
        eqb = qb;
        eimm32 = imm32;
    end
endmodule
`timescale 1ns/1ps
module IFIDPipelineRegister (
    input clk,
    input [31:0] instOut,
    output reg [31:0] dinstOut
);
always @(posedge clk) begin
    dinstOut = instOut;
end
endmodule
`timescale 1ns/1ps
module ImmediateExtender (
    input [15:0] imm,
    output reg [31:0] imm32
);
always @(imm) begin
    imm32 = {{16{imm[15]}}, imm[15:0]};
end
endmodule
`timescale 1ns/1ps
module InstructionMemory (
    input [31:0] pc,
    output reg [31:0] instOut
);
reg [31:0] memory [0:63];
initial begin
    memory[25] = {
        6'b100011,
        5'b00001,
        5'b00010,
        5'b00000,
        5'b00000,
        6'b000000
    };
    memory[26] = {
        6'b100011,
        5'b00001,
        5'b00011,
        5'b00000,
        5'b00000,
        6'b000100
    };
    memory[27] = {
        6'b100011,
        5'b00001,
        5'b00100,
        5'b00000,
        5'b00000,
        6'b001000
    };
    memory[28] = {
        6'b100011,
        5'b00001,
        5'b00101,
        5'b00000,
        5'b00000,
        6'b001100
    };
end
always @(pc) begin
    instOut = memory[pc[7:2]];
end
endmodule
module MEMWBPipelineRegister (
    input clk,
    input mwreg,
    input mm2reg,
    input [4:0] mdestReg,
    input [31:0] mr,
    input [31:0] mdo,
    output reg wwreg,
    output reg wm2reg,
    output reg [4:0] wdestReg,
    output reg [31:0] wr,
    output reg [31:0] wdo
);
always @(posedge clk ) begin
    wwreg = mwreg;
    wm2reg = mm2reg;
    wdestReg = mdestReg;
    wr = mr;
    wdo = mdo;
end
endmodule
`timescale 1ns/1ps
module PcAdder (
    input [31:0] pc,
    output reg [31:0] nextPc
);
always @(pc) begin
    nextPc = pc + 32'h00000004;
    #1;
end
endmodule
`timescale 1ns/1ps
module ProgramCounter (
    input clk,
    input [31:0] nextPc,
    output reg [31:0] pc
);
initial begin
    pc = 32'h00000063;
end
always @(posedge clk) begin
    pc <= nextPc;
end
endmodule
`timescale 1ns/1ps
module RegisterFile (
    input [4:0] rs,
    input [4:0] rt,
    output reg [31:0] qa,
    output reg [31:0] qb
);
reg [31:0] registers [0:31];
integer i;
initial begin
for(i = 0; i < 32; i = i + 1) begin
    registers[i] = 0;
end
end
always @(rs or rt) begin
    qa = registers[rs];
    qb = registers[rt];
end
endmodule
`timescale 1ns/1ps
module RegrtMux (
    input regrt,
    input [4:0] rt,
    input [4:0] rd,
    output reg [4:0] destReg
);
    always @(regrt or rt or rd) begin
        if (regrt == 1'b0) begin
            destReg = rd;
        end
        else begin
            destReg = rt;
        end
    end
endmodule
File: /design/flow/run.sh
#!/bin/bash
# OpenROAD 26Q1-2900-gdf79404cd8, Yosys 0.63+post, stock flow scripts
make -C /OpenROAD-flow-scripts/flow DESIGN_CONFIG=/design/flow/config.mk WORK_HOME=/design/flow/orfs finish
File: /design/flow/config.mk
export PLATFORM = sky130hd
export DESIGN_NAME = DataPath
export DESIGN_NICKNAME = DataPath
export VERILOG_FILES = /design/flow/design.v
export SDC_FILE = /design/flow/constraint.sdc
export NUM_CORES = 4
export LEC_CHECK = 1
export CORE_AREA = 10 10 129 129
export DIE_AREA = 0 0 139 139
export SYNTH_MEMORY_MAX_BITS = 65536
File: /design/flow/constraint.sdc
current_design DataPath

set clk_period 4.1
set clk_io_pct 0.2

create_clock -name clk0 -period $clk_period [get_ports {clk}]

set non_clock_inputs [all_inputs -no_clocks]
set_input_delay [expr $clk_period * $clk_io_pct] -clock clk0 $non_clock_inputs
set_output_delay [expr $clk_period * $clk_io_pct] -clock clk0 [all_outputs]
==> results.md <==
| Step | Metric | Value |
| --- | --- | --- |
| final timing | Actual transition at the worst max-transition pin | 0.634 ns |
| place | HPWL after detailed placement | 6.57 mm |
| clock network | Maximum clock path buffer count | 2 |
| global route | Vias in the first global route | 2092 |
| final timing | Fmax | 472 MHz |
| synthesis | Yosys top cell area share | 0.575 |
| detailed routing | Number of iterations in the first detailed-routing pass | 4 |
| worst setup path | Slack of the worst reg-to-reg path | 2.07 ns |
| global route | Total congestion overflow | 0 |
| detailed routing | Wirelength, routed | 7.39 mm |
| floorplan | Floorplan core density | 0.256 |
| clock network | TritonCTS buffer count | 5 |
| floorplan | I/O pin count | 317 |
| floorplan | Die ar. | 0.0193 sq mm |
| final timing | Final setup viols | 0 |
| floorplan | Core area | 0.0139 sq mm |
| detailed routing | Post-DR vias/cell | 2.88 |
| flow run | Number of maximum-capacitance violations | 0 |
| final timing | Total count of max-transition violations in the final report | 0 |
| worst setup path | CP Depth | 1 |
| worst setup path | Worst r2r dst | programCounter.pc[30]$_DFF_P_ |
| worst setup path | Critical path launch point type | register |
| worst setup path | Endpoint arrival time on the critical path | 1.30 ns |
| worst setup path | CP Class | reg2out |
| status | Run status | finished, final reports clean |
| clock network | Master cell of the clock root buffer | clkbuf_16 |
| synthesis | Post-synthesis sequential element count | 44 |
| place | Placed cell areas | 0.00328 sq mm |
| floorplan | Number of core rows | 43 |
| final timing | Worst clock skew on the final layout | 0.00343 ns |
| global route | Antenna violations before repair | 0 |
| detailed routing | Detailed-route via count | 1827 |
| place | Routability Congestion | 0.807 |
| worst setup path | Launching instance or port of the critical path | programCounter.pc[6]$_DFF_P_ |
| clock network | Hold-fix buffers, CTS | 0 |
| detailed routing | Post-DRT Antenna Nets | 0 |
| final timing | Clock period minus worst slack | 2.12 ns |
| hold path | Startpoint of the tightest hold check path | exememPipelineRegister.mdestReg[1]$_DFF_P_ |
| clock network | Setup Fix Bufs, Post-CTS | 0 |
| synthesis | Cells after Synth | 406 |
| power and ir drop | Worst VDD drop | 0.188 mV |
| detailed routing | DR iter-0 viols | 40 |
| clock network | Clock net sink count | 44 |
| synthesis | Most used standard cells in the synthesized netlist | buf_4, dfxtp_1, xnor2_1, xor2_1, nand3_1 |
| hold path | Path class of the lowest-slack min-delay path | reg2reg |
| worst setup path | Slowest cell on the critical path | clkdlybuf4s50_1 |
| worst setup path | Crit path buf inv count | 1 |
| worst setup path | Crit Path Max Fanout | 6 |
| final timing | Final clock period utilization by the worst path | 0.517 |
| synthesis | Most frequently used cell type in the post-synthesis netlist | buf_4 |
| clock network | CTS clk-pin slew, worst paths | 0.06 ns |
| worst setup path | Kind of end point of the critical path | primary output |
| power and ir drop | Standby leakage power | 1.73 nW |
| floorplan | Die Span X | 139 um |
| synthesis | Number of cells in Yosys stat | 406 |
| power and ir drop | Power per unit of standard cell area | 258 mW/mm^2 |
| clock network | TritonCTS clock tree | built |
| synthesis | Yosys stat chip area | 0.00355 sq mm |
| synthesis | Post-synth seq share | 0.248 |
| global route | Maximum number of pins on one net before global-route repair | 14 |
| worst setup path | Worst reg2reg path startpoint | programCounter.pc[3]$_DFF_P_ |
| global route | Wire length of the first global-routing pass | 11.0 mm |
| clock network | Count of cells resized by post-cts repair | 0 |
| final timing | TNS Setup | 0 ns |
| final timing | Final tally of hold violations | 0 |
| synthesis | Dominant cell type by area after synthesis | buf_4 |
| final timing | RSZ-0062 raised after global routing | false |
| synthesis | Cell area after technology mapping | 0.00355 sq mm |
| flow run | Tally of OpenROAD warnings | 27 |
| place | Total instance count after detailed placement | 627 |
| synthesis | Post-synthesis async set-or-reset flop share | 0 |
| worst setup path | Critical path, cell by cell | clkdlybuf4s50_1 |
| final timing | Max-slew headroom at the worst pin | 0.574 |
| synthesis | Cell types occupying the most area after synthesis | buf_4, dfxtp_1, xnor2_1 |
| cells and area | Area added between synthesis and finish | -3.10% |
| power and ir drop | Power after layout | 0.887 mW |
| worst setup path | Worst Path Required | 3.28 ns |
| detailed routing | Final routed DRC violation total | 0 |
| synthesis | Number of enable-type register cells in the synthesized netlist | 0 |
| floorplan | Die Y | 139 um |
| worst setup path | R2R cell count | 5 |
| synthesis | Dominant synthesized flop cell | dfxtp_1 |
| cells and area | Layout Cell Area excl Fill | 0.00344 sq mm |
| worst setup path | End of the critical path | pc[6] |
| synthesis | Average instance area after synthesis | 8.75 sq um |
| detailed routing | Average wire per cell in the routed design | 11.6 um |
| worst setup path | Cell class contributing the biggest share of worst-path delay | buffers and inverters |
| clock network | Insertion delay at the late pin of the worst-skew pair | 0.28 ns |
| cells and area | Number of cells in the finished layout apart from fillers | 635 |
| synthesis | Synth warnings | 14 |
| place | IO buf count | 59 |
| worst setup path | Crit path largest cell delay | 0.56 ns |
| cells and area | Proportion of layout cells with a drive suffix above 1 | 0.0286 |
| synthesis | Number of distinct library cells after synthesis | 23 |
| global route | Total track usage | 0.0653 |
| clock network | H-Tree Level Count | 2 |
| detailed routing | Number of antenna diodes | 0 |
## state kept, by name (all words and copies together), names as in the netlist
name	count
memwbPipelineRegister.wdo	2
exememPipelineRegister.mr	1
idexePipelineRegister.eimm32	1
ifidPipelineRegister.dinstOut	3
idexePipelineRegister.edestReg	2
memwbPipelineRegister.wr	1
programCounter.pc	30
exememPipelineRegister.mdestReg	2
memwbPipelineRegister.wdestReg	2
## routing by layer
| layer | share of wire | GRT usage | up-vias |
|---|---|---|---|
| met2 | 0.51 | 0.117 | 163 |
| met3 | 0.12 | 0.0319 | 11 |
| li1 | - | - | 836 |
| met5 | 0 | 0 | - |
| met4 | 0.016 | 0.0110 | 0 |
| met1 | 0.36 | 0.0679 | 817 |
## power breakdown
part	internal [mW]	leakage (nW)	switching [mW]
logic	0	1.29	0.0188
clock network	0.286	0.0808	0.155
registers	0.427	0.354	0
## through the flow
step                setup WS (ns)  hold WS, ns  utilization
floorplan                    2.40        0.310            -
global placement             2.06        0.333        0.236
detailed placement           2.04        0.338        0.236
CTS                          1.94        0.348        0.248
global route                 1.81        0.360        0.248
finish                       1.98        0.345        0.248
## kinds of logic (layout without fill, tap and decap cells)
| kind of cell | count (synthesis) | after routing | share of synthesized area |
|---|---|---|---|
| XOR/XNOR | 28 | 28 | 0.0690 |
| flip-flops | 44 | 44 | 0.248 |
| other | 2 | 257 | 0.00211 |
| adder cells (fa/ha/maj) | 3 | 3 | 0.0106 |
| buffers and inverters | 277 | 71 | 0.580 |
| AND/OR/NAND/NOR | 52 | 52 | 0.0898 |
## placed cells by master (no fill, tap or decap), drive strengths merged
cell type,n
clkinv,1
nor4,2
clkbuf,6
or4,1
nand2b,1
ha,3
or2,2
inv,4
and4,3
nand4,8
xnor2,15
and3,2
nor3b,1
nand2,6
nor3,4
clkdlybuf4s50,59
bufinv,1
xor2,13
nor2,9
and2,1
dfxtp,44
nand3,12
conb,257
## worst min-delay path by stage
stage / end / slack [ns] / cells after the start
after CTS: memwbPipelineRegister.wdestReg[1]$_DFF_P_ / 0.35 / 0
after global routing: exememPipelineRegister.mdestReg[1]$_DFF_P_ / 0.36 / 0
final: memwbPipelineRegister.wdestReg[1]$_DFF_P_ / 0.35 / 0
## final cells by class
type,count,area (sq um)
timing repair buffer,59,591
fill,1509,10400
tap,180,225
multi-input combinational,340,1570
inverter,4,15.0
clock buffer,6,129
clock inverter,2,35.0
sequential,44,881
Power is estimated from default activity; no workload was simulated.
